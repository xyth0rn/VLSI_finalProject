[./run.sh]
#!/bin/bash
# OpenROAD 26Q1-2900-gdf79404cd8, Yosys 0.63+post, stock flow scripts
make -C /OpenROAD-flow-scripts/flow DESIGN_CONFIG=/design/flow/config.mk WORK_HOME=/design/flow/orfs finish
[./config.mk]
export PLATFORM = sky130hd
export DESIGN_NAME = StackSys
export DESIGN_NICKNAME = StackSys
export VERILOG_FILES = /design/flow/design.v
export SDC_FILE = /design/flow/constraint.sdc
export NUM_CORES = 4
export LEC_CHECK = 1
export CORE_UTILIZATION = 30
[./constraint.sdc]
current_design StackSys

set clk_period 6.4
set clk_io_pct 0.2

create_clock -name clk0 -period $clk_period [get_ports {clk}]

set non_clock_inputs [all_inputs -no_clocks]
set_input_delay [expr $clk_period * $clk_io_pct] -clock clk0 $non_clock_inputs
set_output_delay [expr $clk_period * $clk_io_pct] -clock clk0 [all_outputs]
[./design.v]
module StackSys (pcx, clk, push, sp, stk0);
    input [11:0] pcx;
    input clk, push;     
    input [11:0] sp;     
    output [11:0] stk0;  
    reg [11:0] stk0;     
    reg [11:0] Q0, Q1, Q2, Q3;
    always @(posedge clk) begin
        if (push) begin
            case (sp)
                0: Q0 <= pcx;
                1: Q1 <= pcx;
                2: Q2 <= pcx;
                3: Q3 <= pcx;
            endcase
        end
        else begin;
            Q0 <= Q0;
            Q1 <= Q1;
            Q2 <= Q2;
            Q3 <= Q3;
        end
    end
    always @(posedge clk) begin
        case (sp)
            0: stk0 <= Q0;
            1: stk0 <= Q1;
            2: stk0 <= Q2;
            3: stk0 <= Q3;
        endcase
    end
endmodule
module StackIndex (clk, push, pop, sp);
    input  clk;      
    input  push;     
    input  pop;      
    output [1:0] sp;
    reg [1:0] sp;
    always @(posedge clk) begin
        if (push) begin
            sp = sp + 1;
        end
        else if (pop) begin
            sp = sp - 1;
        end
    end
endmodule
==> notes.md <==
Figures from the implementation reports.

- For the pin with the worst max-slew slack, the measured transition is 0.704 ns.
- The fraction of layout cells with a size suffix above 1 reads 14.3%.
- The routed design has 4.37 mm of wire.
- met1 track demand over resource after global routing is 16.4%.
- The core region is 7290 um2.
- The end-of-flow timing check tallies setup violations at 0.
- The analysis attributes to cell leakage a power of 0.000983 uW.
- For this run, the top clock speed supported by timing is 0.250 GHz.
- CTS reports a maximum clock tree buffer depth of 2.
- Summing the sequential cell areas from Yosys gives 79.0% of the chip area.
- The average cell area after synthesis is 19.3 um2.
- For reference, the placement row count at floorplan is 31.
- The post-route cell area is 2980 um2.
- The final timing report lists a max-slew violation count of 0.
- The number of CTS-inserted buffers reads 9.
- Per the detail_route report, DRC violations left total 0.
- The vertical die dimension reads 89.2 um.
- The tally of nets with antenna violations remaining after routing reads 0.
- The OpenROAD warning count reads 25.
- The post-route setup TNS reads 0 ns.
- The power density relative to cell area is 273 nW/um2.
- The global-route congestion overflow total reads 0.
- Setup repair after global routing left no endpoint under its margin.
- The insertion delay to the later sink of the worst-skew pair reads 0.33 ns.
- Per the synthesis report, the dominant area consumer among library cells is sky130_fd_sc_hd__edfxtp_1.
- The number of placed I/O pins is 38.
- The worst setup path is launched from an input port.
- The number of antenna violations at the first check in global routing reads 0.
- The kind of critical path reads in2reg.
- The post-synthesis register bit count reads 60.
- Between clock sinks in the finished design, the worst skew comes to 0.00384 ns.
- The cell at the root of the clock tree reads sky130_fd_sc_hd__clkbuf_8.
- The distinct cell type count of the synthesized netlist reads 21.
- The total of warnings raised by yosys reads 1.
- The flow ran to the end, and the final reports show no timing, DRC or antenna violations.
- The register-to-register setup slack is 5.28 ns.
- The mean number of vias per cell reads 4.63.
- The number of post-CTS setup repair buffers is 0.
- The iteration count of the initial detailed-routing pass reads 4.
- The global-route usage over all layers is 12.2%.
- The maximum fanout along the worst path is 16.
- The vias after detailed routing reads 1237.
- On the reported timing paths, the clock transition at the registers reads 0.06 ns.
- The top-area cell type share of the netlist area reads 79.0%.
- Entering global routing, the biggest net connects 17 pins.
- The area figure in the yosys stat output reads 2280 um2.
- TritonCTS built the clock tree.
- The time the final worst path needs with I/O delays and setup reads 3.99 ns.
- The cell area after synthesis is 2280 um2.
- The first global-routing pass estimated 6.73 mm of wire.
- The top flip-flop cell by instance count after synthesis reads sky130_fd_sc_hd__edfxtp_1.
- The global router reports that the layer with the highest usage is met2.
- The post-synth count of flops with an enable pin is 60.
- The CTS log lists the clock sinks for this run as 60.
- The synthesized netlist cell count reads 118.
- The layout-stage area growth over the synthesis result is 30.6%.
- The data arrival time of the worst path is 3.95 ns.
- Hold timing on the final database bottoms out at a slack of 0.533 ns.
- The met3 track utilization from global routing is 5.81%.
- The number of global-route vias before repair is 1382.
- The worst slew margin relative to its limit is 53.1%.
- Global routing used 19.3% of the available met2 tracks.
- The count of hold-fix buffers inserted at cts is 0.
- The data required time at the worst endpoint reads 6.36 ns.
- The report counts max-capacitance violations totalling 0.
- The main area contributors are sky130_fd_sc_hd__edfxtp_1 (79%), sky130_fd_sc_hd__mux2i_1 (5.3%), sky130_fd_sc_hd__a2bb2oi_1 (4.6%).
- The number of design-rule violations left by the first detailed-router iteration is 62.
- STA reports the tightest min-delay check as being of type reg2reg.
- 0 antenna diodes ended up in the layout.
- The post-cts resize count is 0.
- The instance area at placement is 2770 um2.
- The endpoint type of the worst setup path is a flip-flop.
- The worst path uses 62.4% of the clock period.
- The post-synthesis cell count from yosys reads 118.
- For this run the top cell type by instance count after synthesis was sky130_fd_sc_hd__edfxtp_1.
- The die width reads 89.2 um.
- The initial standard-cell utilization of the core reads 31.3%.
- The die covers 7950 um2.
- The wire length per cell after detailed routing reads 16.4 um.
- The worst ir drop on vdd reads 0.000110 V.
- The count of H-tree levels built during CTS reads 3.
- The number of hold violations in the final report is 0.
- The async set-or-reset flop fraction in the synthesized netlist is 0%.
- The commonest cells after synthesis are sky130_fd_sc_hd__edfxtp_1 (60), sky130_fd_sc_hd__a2bb2oi_1 (12), sky130_fd_sc_hd__mux2i_1 (12), sky130_fd_sc_hd__o22a_1 (12).
- The placement summary gives the final routability congestion estimate as 0.763.
- The tally of buffers added on design ports is 37.
- After legalization and detailed placement, the total HPWL measured 2.84 mm.
-- sequential cells by signal, summed over array words and instances, names as in the netlist --
name and flops:
Q1 12, stk0 12, Q2 12, Q0 12, Q3 12
-- where the power goes --
group | total, uW | switching [uW] | internal [uW]
clock network | 349 | 134 | 215
registers | 431 | 0.0154 | 431
logic | 34.3 | 14.3 | 19.9
total | 814 | 148 | 666
-- stage by stage --
stage	total power [uW]	util, %	worst slack [ns]	std cells
CTS	821	40.8	2.39	267
finish	814	40.8	2.41	267
floorplan	452	-	2.89	118
detailed placement	473	38.0	2.04	251
global route	840	40.8	2.30	267
global placement	473	38.0	2.13	251
-- cell type report --
class	instances	area, um2
inverter	2	7.51
clock inverter	6	78.8
clock buffer	10	128
fill	673	4320
multi-input combinational	48	429
sequential	60	1800
tap	99	124
timing repair buffer	42	408
-- final timing paths --
kind | from | to | depth (start not counted)
setup / recovery | sp[5] | Q0[1] | 5
hold / removal | Q0[3] | stk0[3] | 1
setup reg to reg | Q3[3] | stk0[3] | 3
hold reg to reg | Q0[3] | stk0[3] | 1
-- cells in the final DEF (no fill, tap or decap) --
cell / n
sky130_fd_sc_hd__nor2_1: 1
sky130_fd_sc_hd__inv_1: 1
sky130_fd_sc_hd__or4_4: 1
sky130_fd_sc_hd__clkinvlp_4: 1
sky130_fd_sc_hd__o22a_1: 12
sky130_fd_sc_hd__clkbuf_1: 1
sky130_fd_sc_hd__nor3_2: 2
sky130_fd_sc_hd__nor4b_2: 1
sky130_fd_sc_hd__a2bb2oi_1: 12
sky130_fd_sc_hd__edfxtp_1: 60
sky130_fd_sc_hd__or3_1: 1
sky130_fd_sc_hd__or2_2: 1
sky130_fd_sc_hd__nor4_2: 1
sky130_fd_sc_hd__buf_4: 5
sky130_fd_sc_hd__clkinv_1: 3
sky130_fd_sc_hd__nand2_1: 1
sky130_fd_sc_hd__inv_2: 1
sky130_fd_sc_hd__or4_1: 1
sky130_fd_sc_hd__bufinv_16: 2
sky130_fd_sc_hd__mux2i_1: 12
sky130_fd_sc_hd__nand2b_1: 1
sky130_fd_sc_hd__and3_1: 1
sky130_fd_sc_hd__clkbuf_8: 9
sky130_fd_sc_hd__clkdlybuf4s50_1: 37
-- logic make-up (layout without fill, tap and decap cells) --
family | count (synthesis) | in the layout | synth area share (%)
AOI/OAI and AO/OA | 24 | 24 | 9.22
buffers and inverters | 10 | 60 | 2.14
DFF | 60 | 60 | 79.0
muxes | 12 | 12 | 5.27
and+or+nand+nor | 12 | 12 | 4.34
-- critical path, stage by stage --
cell and delay [ns]:
sky130_fd_sc_hd__clkdlybuf4s50_1 0.40, sky130_fd_sc_hd__or4_4 0.54, sky130_fd_sc_hd__or3_1 0.69, sky130_fd_sc_hd__inv_2 0.38, sky130_fd_sc_hd__and3_1 0.66
-- routing by layer --
layer | part of all wire (%) | vias up
li1 | - | 574
met1 | 41 | 605
met2 | 48 | 54
met3 | 9.3 | 4
met4 | 1.0 | 0
met5 | 0 | -
No activity file was given, so power comes from the tool's default toggle rates.
