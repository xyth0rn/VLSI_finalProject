`design/flow/run.sh`:
```
#!/bin/bash
# OpenROAD 26Q1-2900-gdf79404cd8, Yosys 0.63+post, stock flow scripts
make -C /OpenROAD-flow-scripts/flow DESIGN_CONFIG=/design/flow/config.mk WORK_HOME=/design/flow/orfs finish
```
`design/flow/config.mk`:
```
export PLATFORM = sky130hd
export DESIGN_NAME = ProgramCounter1
export DESIGN_NICKNAME = ProgramCounter1
export VERILOG_FILES = /design/flow/design.v
export SDC_FILE = /design/flow/constraint.sdc
export NUM_CORES = 4
export LEC_CHECK = 1
export CORE_AREA = 10 10 72 72
export DIE_AREA = 0 0 82 82
```
`design/flow/design.v`:
```
module ProgramCounter1 (clk, jump, A1, PCcounter, PCadd);
    input  clk;
    input  jump;                 
    input  [11:0] PCcounter;     
    input  [11:0] A1;            
    output [11:0] PCadd;         
    reg [11:0] PCadd;
    always @(posedge clk) begin
        if (jump)
            PCadd = PCcounter + A1;
        else
            PCadd = PCcounter + 1;
    end
endmodule
module ProgramCounter2 (clk, jump, ret, jumber, stk0, pc);
    input  clk;
    input  jump;                 
    input  ret;                  
    input  [11:0] jumber;        
    input  [11:0] stk0;          
    output [11:0] pc;            
    reg [11:0] pc;
    always @(posedge clk) begin
        if (ret)
            pc = stk0;
        else if (jump)
            pc = pc + jumber;
        else
            pc = pc + 1;
    end
endmodule
```
`design/flow/constraint.sdc`:
```
current_design ProgramCounter1

set clk_period 5.9
set clk_io_pct 0.2

create_clock -name clk0 -period $clk_period [get_ports {clk}]

set non_clock_inputs [all_inputs -no_clocks]
set_input_delay [expr $clk_period * $clk_io_pct] -clock clk0 $non_clock_inputs
set_output_delay [expr $clk_period * $clk_io_pct] -clock clk0 [all_outputs]
```
==> impl_metrics.ini <==
; synthesis and place-and-route metrics
[cells_and_area]
most-common-layout-cells = 37 x clkdlybuf4s50_1, 12 x dfxtp_1, 12 x and2_1, 11 x ha_1
area_growth_pct = 56.6
lay_top_count = clkdlybuf4s50_1
largest_reg_flops = 12
final_core_util = 0.348
layout-drive-gt1-share = 0.0574

[cts]
htree_levels = 1
cts_tree = built
cts_root_buf = clkbuf_8
cts_sinks = 12
cts_hold_buf = 0
cts_resized = 0
clk_pin_slew_worst_paths_ns = 0.05
cts_made_buffers = 3
cts_buffer_depth = 2
post-cts-setup-buffer-count = 0

[worst_setup_path]
timing_worst_setup_path_type = input pin to flip-flop
crit_fanout = 12
critPathBufInv = 1
cp.required_ns = 6.01
crit_arrival_ns = 3.73
max_stage_delay_ns = 0.68
start_kind = input pin
end_kind = flip-flop
slowest_stage = clkdlybuf4s50_1
cp_top_family = AND-OR/OR-AND gates
path_cells = clkdlybuf4s50_1, nand2b_1, ha_1, fa_1, a211oi_1, o21bai_1, a2111oi_0, nor3_1, xor2_1

[pwr]
power_mw = 0.270
powerDensity_mw_per_mm2 = 210
p_leak_nw = 0.520
ir_drop_v = 0.0000756

[floorplan]
fp-row-count = 22
fp_util = 0.222
num_io_pins = 38
die_h_um = 82
die_width_um = 82
die-area_mm2 = 0.00672
core_area_mm2 = 0.00369

[worst_hold_path]
hold_depth = 2
worstHoldEndpoint = PCadd[0]
hold_path_class = input pin to flip-flop
hp-start = PCcounter[0]

[drt]
antenna_left = 0
wl_um = 2050
vias_per_cell = 4.18
drc_errors = 0
antennaDiodeCount = 0
vias = 711
wl_per_cell_um = 12.1
drtPass1Iterations = 4
initialDrtViolationCount = 21

[synth]
synthCells = 84
synth_chip_area_um2 = 820
ys_cells = 84
synth_warnings = 1
postSynthAreaPerCell_um2 = 9.76
synth_area_um2 = 820
synth_area_leader_cell = dfxtp_1
ys_seq_share = 0.293
yosys_register_bits = 12
topCellsByArea = dfxtp_1 29%, ha_1 17%, and2_1 9.2%
top_area_frac = 0.293
yosysUniqueCellTypes = 27

[timing]
holdWs_ns = 1.57
fin_crit_ns = 3.62
slew_headroom = 0.747
period_used_share = 0.613
tns_ns = 0
worst_pin_slew_ns = 0.370
maxSlewViolCount = 0
hold_viol = 0
setup_viol = 0
rsz0062_at_grt = no
clock.fmax_mhz = 277

[place]
dp_hpwl_um = 1750
port_buffers = 37
gp_congestion = 0.881

[global_routing]
antenna_found_initial = 0
grt_pass1_wl_um = 3120
first_global_vias = 662
grtUsageTotal = 0.0572
overflow = 0
grt_max_degree = 13

[run]
drv_cap = 0
warnings = 25

[outcome]
status = completed
## final cells by class
class,count,area [um^2]
sequential,12,240
tap,48,60.1
fill,368,2400
multi-input combinational,70,572
timing repair buffer,37,370
clock buffer,3,41.3
## how the worst max path moves through the flow
stage,start,cells past startpoint,to
6_report,jump,9,PCadd[8]
5_1_grt,jump,9,PCadd[8]
4_1_cts,jump,9,PCadd[8]
## logic make-up (layout without fill, tap and decap cells)
group	Yosys count	after routing	synth area share
buffers and inverters	2	40	0.00916
and+or+nand+nor	26	26	0.188
adders and majority gates	12	12	0.192
xor gates and xnor gates	11	11	0.118
AOI/OAI and AO/OA	21	21	0.200
DFF	12	12	0.293
## metal layers
layer  global-route usage  wire [um]
met1               0.0798        915
met4               0.0119         33
met5                    0          0
met2               0.0807        880
met3               0.0242        221
## stage by stage
stage	instances	cell area (um^2)	setup slack [ns]
2_1_floorplan	84	820	2.83
6_report	170	1280	2.28
3_5_place_dp	167	1240	2.03
4_1_cts	170	1280	2.26
5_1_grt	170	1280	2.00
3_3_place_gp	167	1240	2.08
## synth_stat cells
cell type,instances
and2_1,12
dfxtp_1,12
ha_1,11
a21oi_1,8
xnor2_1,8
a21o_1,3
nand4_1,3
xor2_1,3
clkbuf_1,2
nand2_1,2
nor2_1,2
nor3_1,2
o21ai_0,2
a2111oi_0,1
a2111oi_4,1
a211oi_1,1
a21boi_1,1
a21oi_2,1
a41oi_2,1
and3_1,1
and3_4,1
fa_1,1
nand2b_1,1
nand3_1,1
o21a_1,1
o21bai_1,1
or3_1,1
## power by group
| group | leakage (nW) | internal (mW) | switching, mW |
|---|---|---|---|
| Clock | 0.0216 | 0.0446 | 0.0257 |
| Sequential | 0.101 | 0.0973 | 0.00349 |
| Combinational | 0.397 | 0.0649 | 0.0342 |
Power is estimated from default activity; no workload was simulated.
